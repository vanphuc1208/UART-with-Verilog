===== ./design.v =====
`timescale 1ns / 1ps
module UART(
input clk,
input start,
input [7:0] txin,
output reg tx, 
input rx,
output [7:0] rxout,
output rxdone, txdone
    );
parameter clock_rate= 100000;
parameter baudrate= 9600;
parameter wait_count=clock_rate/baudrate;
integer count =0;
reg bitDone = 0;  
parameter idle = 0, send = 1, check = 2;
reg [1:0] state = idle; 
always@(posedge clk) 
begin
    if(state == idle) 
        begin
        count <=0;
        end
    else
        begin
        if(count == wait_count)
            begin
            bitDone<=1'b1;
            count <= 0;
            end
        else
            begin
            count<=count+1;
            bitDone<=1'b0;
            end
    end
end
reg [9:0] txData; 
integer bitIndex = 0;  
reg [9:0] shifttx = 0;  
always@(posedge clk)
begin
    case(state)
    idle:
        begin
        tx<=1'b1;
        txData<=0;
        bitIndex<=0;
        shifttx<=0;
        if(start == 1'b1)
           begin
           txData<={1'b1,txin,1'b0};
           state<=send;
           end
         else state<=idle;
        end
     send:
        begin
        tx<=txData[bitIndex];
        state<=check;
        shifttx<={txData[bitIndex], shifttx[9:1]};
        end
     check:
            begin
            if(bitIndex<=9)
                begin
                if(bitDone==1'b1)
                    begin
                    bitIndex<=bitIndex+1;
                    state<=send;
                    end
                end
             else 
                begin
                bitIndex<=0;
                state<=idle;
                end
             end
      default: state<=idle;
      endcase
end
assign txdone = (bitIndex == 9 && bitDone==1'b1) ? 1'b1 : 1'b0;
integer rcount = 0;
integer rindex = 0;
parameter ridle = 0, rwait = 1, recv = 2;
reg [1:0] rstate;
reg [9:0] rxdata;
always@(posedge clk)
begin
case(rstate)
    ridle:
        begin
        rxdata <=0;
        rcount<=0;
        rindex<=0;
        if(rx==1'b0)  
            begin
            rstate<=rwait;
            end
        else rstate<=ridle;
        end
     rwait:
        begin
            if(rcount == wait_count/2)  
                begin
                rstate<=recv;
                rcount<=0;
                rxdata <= {rx,rxdata[9:1]};
                end
            else 
                begin
                rcount<=rcount+1;
                rstate<=rwait;
                end
        end
     recv:
        begin
            if(rindex<=9)
                begin
                if(bitDone==1'b1)
                    begin
                    rindex<=rindex+1;
                    rstate<=rwait;
                    end
                 end
             else begin
                rstate<=ridle;
                rindex<=0;
                end
        end
     default: rstate<=ridle;
endcase
end
assign rxout =rxdata[8:1];
assign rxdone= (rindex ==9 && bitDone==1'b1) ? 1'b1 : 1'b0;
endmodule

===== ./run.sh =====
#!/bin/bash
# OpenROAD 26Q1-2900-gdf79404cd8, Yosys 0.63+post, stock flow scripts
make -C /OpenROAD-flow-scripts/flow DESIGN_CONFIG=/design/flow/config.mk WORK_HOME=/design/flow/orfs finish

===== ./config.mk =====
export PLATFORM = sky130hd
export DESIGN_NAME = UART
export DESIGN_NICKNAME = UART
export VERILOG_FILES = /design/flow/design.v
export SDC_FILE = /design/flow/constraint.sdc
export NUM_CORES = 4
export LEC_CHECK = 1
export CORE_UTILIZATION = 30

===== ./constraint.sdc =====
current_design UART

set clk_period 6.8
set clk_io_pct 0.2

create_clock -name clk0 -period $clk_period [get_ports {clk}]

set non_clock_inputs [all_inputs -no_clocks]
set_input_delay [expr $clk_period * $clk_io_pct] -clock clk0 $non_clock_inputs
set_output_delay [expr $clk_period * $clk_io_pct] -clock clk0 [all_outputs]

==> summary.txt <==
Synthesis and PnR results.

- The flow ran to the end, and the final reports show no timing, DRC or antenna violations.
- Yosys shows that the main logic family after synthesis is simple AND/OR/NAND/NOR gates.
- The post-route setup TNS reads 0 ps.
- The synthesized design contains 120 enable-type register cells.
- Setup repair after global routing left no endpoint under its margin.
- The routed length per instance reads 13.11 µm.
- The total number of placement rows is 60.
- The cell at the root of the clock tree reads clkbuf_16.
- The number of violations reported at the end of detailed-routing iteration 0 reads 417.
- The worst max-slew margin expressed relative to the limit reads 36.49%.
- The class of the tightest hold or removal check is reg2reg.
- The start point of the critical path reads bitIndex[23]$_SDFFCE_PN0P_.
- The post-synthesis to final-layout area growth reads 14.05%.
- The slew at the pin closest to its max-slew limit is 945.3 ps.
- TritonCTS built the clock tree.
- The arrival time of data at the critical path endpoint is 2270 ps.
- The antenna diode count reads 0.
- On the reported timing paths, the clock transition at the registers reads 70 ps.
- The type of element capturing the critical path is an output port.
- The overall overflow remaining after global route reads 0.
- The mean cell area of the mapped netlist reads 10.45 µm².
- The detailed-placement wirelength estimate reads 10060 µm.
- The critical path endpoint reads txdone.
- The synthesis report gives the async set-or-reset register share as 0%.
- The worst setup path is launched from a register.
- The delay of the slowest critical-path stage is 510 ps.
- The worst reg-to-reg setup slack is 3950 ps.
- In the final report, the number of pins over their slew limit comes to 0.
- The period utilization is 53.32%.
- The via count of the first global-routing pass is 5386.
- The initial antenna violation count reads 0.
- The total CTS buffers reads 17.
- The power report puts the leakage power at 3.068 nW.
- The achievable frequency reads 275.8 MHz.
- The number of warnings printed during yosys synthesis is 1.
- Of the total synthesized cell area, the portion taken by AND-OR and OR-AND cells is 2.236%.
- STA lists the maximum fanout along the critical path as 7.
- The endpoint required time on the critical path is 5440 ps.
- The count of cells along the worst register-to-register path reads 5.
- The number of setup violations in the final report is 0.
- The adder and majority cell fraction of the synthesized area reads 1.532%.
- The weighted congestion reported at the end of routability-driven placement is 0.8581.
- The fraction of the mapped netlist area in simple logic gates reads 28.61%.
- The register bit count reported by yosys is 152.
- Once detail routing completed, the nets flagged for antenna violations numbered 0.
- The area reported by Yosys stat is 8169 µm².
- The y dimension of the die reads 167.0 µm.
- The most common logic cell in the final layout is nor2_1.
- After floorplanning, the die was sized to cover 27890 µm².
- The total vias in the final route is 5541.
- In this run the VDD rail shows a maximum IR drop of 0.1887 mV.
- According to the floorplan report, the placeable core area is 26800 µm².
- The average via count per standard cell is 4.806.
- Hold repair after CTS inserted 0 buffers.
- The global-route wire length before repair is 26250 µm.
- The multiplexer share of the synthesized area is 0.5514%.
- The overall fraction of global-route tracks in use is 11.70%.
- From left edge to right edge, the die measures 167.0 µm.
- The number of cell instances after yosys synthesis is 782.
- The number of input and output port buffers inserted reads 21.
- In this run the number of H-tree levels came out at 4.
- The buffer levels on the longest clock path is 2.
- Endpoints failing hold in the final report were tallied at 0.
- The DRC violation total left in the routed layout is recorded as 0.
- The number of instances in the synthesized netlist reads 782.
- Clock skew on the completed layout was measured at 9.281 ps.
- The pre-placement core utilization reads 30.48%.
- The share of cells above drive strength 1 is 9.729%.
- The slowest stage of the critical path belongs to the cell clkdlybuf4s50_1.
- The launch instance of the worst min-delay path reads count[30]$_SDFF_PP0_.
- The main flop type is edfxtp_1.
- The worst flop-to-flop path endpoint reads rxdata[3]$_SDFFCE_PN0P_.
- The max-cap check violation count is 0.
- The number of distinct library cells after synthesis is 48.
- The total number of warnings across the stage logs is 31.
- The final critical path time including I/O delays and setup reads 3626 ps.
- The beginning of the worst register-to-register path is rcount[17]$_SDFFCE_PN0P_.
- For reference, the critical path cell chain is nor4_1 -> nand4_1 -> nor3_1 -> clkdlybuf4s50_1.
- In the setup report, the worst path falls into the class reg2out.
- The number of fill cells is 2575.
- The power density over the cells is 361.5 nW/µm².
- The cell area that synthesis handed to floorplanning was 8169 µm².
- The number of placed I/O pins reads 22.
- The later pin in the worst-skew pair is clocked with a latency of 420 ps.
- The TritonCTS sink count reads 152.
- Ranking logic cells in the layout by count gives the top entries 131 x nor2_1, 120 x edfxtp_1, 56 x xor2_1, 55 x xnor2_1, 53 x nand3_1.
- The XOR/XNOR share of the synthesized area is 11.90%.
- The total wirelength of the detailed-routed design reads 15110 µm.
- The number of gates resized after CTS was 0.
- After synthesis, flip-flops and latches occupy 51.95% of the total area.
- The buffer count from post-CTS setup fixing is 0.
- The core utilization of the finished layout is 34.76%.
- The minimum setup slack after placement is 3594 ps.
- The setup slack after layout reads 3174 ps.
- The pin count of the biggest net entering global routing reads 34.
- The total iterations of the first detailed-routing run reads 5.
-- synthesized netlist by cell type (2+ instances only) --
cell type | n | share of area, %
nor2b_1 | 2 | 0.15
a21oi_1 | 7 | 0.43
and3_1 | 19 | 1.5
xor2_1 | 56 | 6.0
a21o_1 | 2 | 0.18
nand4_1 | 31 | 2.4
or4_1 | 2 | 0.18
nor4b_1 | 6 | 0.64
nor4_1 | 35 | 2.7
xnor2_1 | 55 | 5.9
o21a_1 | 3 | 0.28
edfxtp_1 | 120 | 44
nand4b_1 | 3 | 0.32
nor3_2 | 7 | 0.86
nor4_4 | 5 | 1.3
nor4_2 | 7 | 1.1
o21ai_1 | 2 | 0.12
or3_1 | 2 | 0.15
mux2_2 | 2 | 0.28
nand3_1 | 53 | 3.2
and2_1 | 23 | 1.8
nand4_2 | 3 | 0.46
a31oi_1 | 4 | 0.31
nor2_1 | 131 | 6.0
nor3_1 | 22 | 1.3
ha_1 | 10 | 1.5
inv_1 | 24 | 1.1
clkbuf_1 | 11 | 0.51
buf_2 | 9 | 0.55
nand2_1 | 49 | 2.3
o21ai_0 | 2 | 0.12
buf_4 | 10 | 0.92
and4_1 | 12 | 1.3
o21ba_1 | 2 | 0.25
nor2_2 | 7 | 0.54
dfxtp_1 | 32 | 7.8
-- cell type report --
| class | count | area (µm²) | area share (%) |
|---|---|---|---|
| Clock buffer | 18 | 429.2 | 4.607 |
| Clock inverter | 14 | 156.4 | 1.679 |
| Tap cell | 341 | 426.7 | 4.580 |
| Timing Repair Buffer | 29 | 270.3 | 2.901 |
| Multi-Input combinational cell | 575 | 3700 | 39.71 |
| Sequential cell | 152 | 4244 | 45.55 |
| Inverter | 24 | 90.09 | 0.9670 |
-- logic make-up (layout without fill, tap and decap cells) --
family | Yosys count | after routing
and+or+nand+nor | 424 | 424
DFF | 152 | 152
xor gates and xnor gates | 111 | 111
buffers and inverters | 55 | 85
AOI/OAI and AO/OA | 27 | 27
adders and majority gates | 10 | 10
muxes | 3 | 3
-- worst min path at each step --
stage	to	cells past startpoint
after CTS	count[31]$_SDFF_PP0_	2
after global routing	count[31]$_SDFF_PP0_	2
final	count[31]$_SDFF_PP0_	2
-- critical path, delay by kind of cell, from the launching register on --
family / cells / cell delay (ps)
simple gates: 3 / 840
buf+inv: 1 / 510
flops: 1 / 490
-- per-layer routing --
layer	up-vias	global-route usage, %	part of all wire, %
li1	2845	-	-
met1	2595	19.21	51
met2	90	16.95	43
met3	11	2.421	4.0
met4	0	1.449	1.3
met5	-	0	0
-- where the power goes --
group | switching (mW) | internal, mW | leakage (nW)
Clock | 0.415 | 0.521 | 0.281
Combinational | 0.425 | 0.322 | 1.24
Sequential | 0.303 | 1.38 | 1.54
-- registers in the layout, summed over array words and instances (netlist names) --
register and count:
txData 9, state 2, rcount 32, bitIndex 32
bitDone 1, tx 1, rstate 2, rxdata 9
rindex 32, count 32
-- stage by stage --
stage / hold slack, ps / cell area [µm²] / std cells / power [mW]
2_1_floorplan: 460.3 / 8169 / 782 / 2.194
3_3_place_gp: 485.6 / 8731 / 1121 / 2.456
3_5_place_dp: 501.9 / 8731 / 1121 / 2.455
4_1_cts: 511.3 / 9316 / 1153 / 3.406
5_1_grt: 536.6 / 9316 / 1153 / 3.571
6_report: 511.5 / 9316 / 1153 / 3.368
Power is estimated from default activity; no workload was simulated.
